==> design/flow/design.v <==
`timescale 1ns / 1ps
module shift_adder #(
    parameter BW_INPUT0 = 32,
    parameter BW_INPUT1 = 32,
    parameter SIGNED0 = 0,
    parameter SIGNED1 = 0,
    parameter BW_OUT = 32,
    parameter SHIFT1 = 0,
    parameter IS_SUB = 0
) (
    input [BW_INPUT0-1:0] in0,
    input [BW_INPUT1-1:0] in1,
    output [BW_OUT-1:0] out
);
  localparam IN0_NEED_BITS = (SHIFT1 < 0) ? BW_INPUT0 - SHIFT1 : BW_INPUT0;
  localparam IN1_NEED_BITS = (SHIFT1 > 0) ? BW_INPUT1 + SHIFT1 : BW_INPUT1;
  localparam EXTRA_PAD = (SIGNED0 != SIGNED1) ? IS_SUB + 1 : IS_SUB + 0;
  localparam BW_ADD = (IN0_NEED_BITS > IN1_NEED_BITS) ? IN0_NEED_BITS + EXTRA_PAD + 1 : IN1_NEED_BITS + EXTRA_PAD + 1;
  localparam IN0_PAD_LEFT = (SHIFT1 < 0) ? BW_ADD - BW_INPUT0 + SHIFT1 : BW_ADD - BW_INPUT0;
  localparam IN0_PAD_RIGHT = (SHIFT1 < 0) ? -SHIFT1 : 0;
  localparam IN1_PAD_LEFT = (SHIFT1 > 0) ? BW_ADD - BW_INPUT1 - SHIFT1 : BW_ADD - BW_INPUT1;
  localparam IN1_PAD_RIGHT = (SHIFT1 > 0) ? SHIFT1 : 0;
  wire [BW_ADD-1:0] in0_ext;
  wire [BW_ADD-1:0] in1_ext;
  wire [BW_ADD-1:0] accum;
  generate
    if (SIGNED0 == 1) begin : in0_is_signed
      assign in0_ext = {{IN0_PAD_LEFT{in0[BW_INPUT0-1]}}, in0, {IN0_PAD_RIGHT{1'b0}}};
    end else begin : in0_is_unsigned
      assign in0_ext = {{IN0_PAD_LEFT{1'b0}}, in0, {IN0_PAD_RIGHT{1'b0}}};
    end
  endgenerate
  generate
    if (SIGNED1 == 1) begin : in1_is_signed
      assign in1_ext = {{IN1_PAD_LEFT{in1[BW_INPUT1-1]}}, in1, {IN1_PAD_RIGHT{1'b0}}};
    end else begin : in1_is_unsigned
      assign in1_ext = {{IN1_PAD_LEFT{1'b0}}, in1, {IN1_PAD_RIGHT{1'b0}}};
    end
  endgenerate
  generate
    if (IS_SUB == 1) begin : is_sub
      assign accum = in0_ext - in1_ext;
    end else begin : is_add
      assign accum = in0_ext + in1_ext;
    end
  endgenerate
  assign out = accum[BW_OUT-1:0];
endmodule
==> design/flow/run.sh <==
#!/bin/bash
# OpenROAD 26Q1-2900-gdf79404cd8, Yosys 0.63+post, stock flow scripts
make -C /OpenROAD-flow-scripts/flow DESIGN_CONFIG=/design/flow/config.mk WORK_HOME=/design/flow/orfs finish
==> design/flow/config.mk <==
export PLATFORM = sky130hd
export DESIGN_NAME = shift_adder
export DESIGN_NICKNAME = shift_adder
export VERILOG_FILES = /design/flow/design.v
export SDC_FILE = /design/flow/constraint.sdc
export NUM_CORES = 4
export LEC_CHECK = 1
export CORE_AREA = 10 10 107 107
export DIE_AREA = 0 0 117 117
==> design/flow/constraint.sdc <==
current_design shift_adder

set clk_period 14.5
set clk_io_pct 0.2

create_clock -name clk0 -period $clk_period

set non_clock_inputs [all_inputs -no_clocks]
set_input_delay [expr $clk_period * $clk_io_pct] -clock clk0 $non_clock_inputs
set_output_delay [expr $clk_period * $clk_io_pct] -clock clk0 [all_outputs]
==> Changelog: implementation <==
### Changed

* Placed cell count at 437
* Critical path cell sequence: clkdlybuf4s50_1 -> ha_1 -> fa_1 -> a21o_1 -> a31o_2 -> nand3_1 -> o221ai_1 -> a311oi_1 -> o21bai_1 -> xor2_1 -> clkdlybuf4s50_1
* Yosys warnings at 0
* Initial antenna violation count at 1
* Fin. max-slew vios at 0
* Critical Path End Type: primary output
* Area grow syn2layout at 60.55%
* # rows at 35
* Count leader, synth: ha_1
* Setup TNS at 0 ns
* P_leak at between 1 and 1.5 nW
* Post-Synthesis Cells at approximately 240
* Routability cong. at slightly above 0.8
* Top Ports at roughly 96
* Post-CTS Setup Bufs at 0
* Chip Area, Yosys at roughly 1700 um^2
* Slowest CP cell: clkdlybuf4s50_1
* Min Tclk post-route at a little under 9 ns
* Congestion Overflow GR at 0
* Cells in synth_stat.txt at between 200 and 250
* Global-route wire length before repair at between 10000 and 15000 um
* Commonest cells in the netlist: ha_1, a21oi_1, a21o_1, nand2_1, xor2_1
* Wirelength, routed at approximately 6300 um
* Critical Path RT at approximately 12 ns
* Simple Share, Synth at 0.1829
* Post-Synth Adder-Cell Area at 0.2339
* # DRC at 0
* Unrepaired setup endpoints after global routing: no
* WL per Instance at between 10 and 15 um
* PwrDens at just under 50 nW/um^2
* Fmax at 0.1137 GHz
* CP max FO at 4
* Startpoint Class: primary input
* Die height at ~120 um
* Number of port buffers at roughly 96
* Hold depth at 3
* Hold bufs inserted after CTS at 0
* Tot GR Track Use at 0.08964
* Slowest cell delay on critical path at about 0.5 ns
* Routed vias/inst at about 4.9
* Largest net degree at the start of global routing at 11
* Final core utilization at 0.3045
* Drt pass-1 iters at 4
* Mux share at 0.01148
* Crit path max-delay family: AND-OR/OR-AND gates
* Top logic family: AND-OR/OR-AND gates
* Buf/Inv on CP at 2
* Max-cap viol count at 0
* Seq/Total Area, Yosys at 0
* Worst slew margin at 0.6186
* Synthesized area at 1744 um^2
* Setup violations, final at 0
* Ant. Diodes at 0
* Post_cts resized at 0
* Top cells by area: ha_1, a21oi_1, a21o_1
* DP Area at 2800 um^2
* Vias in the first global route at 2105
* Full die area at 13690 um^2
* Initial Util at 0.1897
* Antenna-violating nets left at 0
* Chip width at ~120 um
* Core area at around 9200 um^2
* Flip-flop and latch count at 0
* Fraction of layout cells with a size suffix above 1 at 0.03067
* Crit Path Class: in -> out
* WHS at 6.828 ns
* Area leader share at 0.2224
* HP Start: in1[0]
* AND-OR/OR-AND share of the synthesized area at 0.3931
* Tool warnings at 32
* Post-DP HPWL at approximately 5600 um
* Post-synthesis average cell area at between 7 and 8 um^2
* Cell type with the largest total area: ha_1
* Distinct cells, synth at about 50
* Final hold vios at 0
* Non-filler cells, final at ~440
* CLK BUF at 0
* Period utilization at 0.6065
* Hold EP: out[0]
* Critical path arrival at between 5 and 6 ns
* DRT iter0 DRCs at around 83
* Via count at 2121
* Outcome: finished, final reports clean
* Maximum VDD drop at approximately 0.017 mV
* Flop area at 0 um^2
* Final instance area at approximately 2800 um^2
* Most frequent CP cell: clkdlybuf4s50_1
* Post-Synth XOR/XNOR Area at 0.1406
* Slew @ Worst Pin at approximately 0.56 ns
* Hold Crit Class: in -> out
[report_power, final]
part,internal (W),total [W],switching [W]
logic,0.0000805,0.000135,0.0000545
registers,0,0,0
clock network,0,0,0
total,0.0000805,0.000135,0.0000545
[worst max path at each step]
stage,start,endpoint,cells after the start
after CTS,in0[0],out[26],11
after global routing,in1[0],out[18],11
final,in0[0],out[26],11
[layout by cell type, fill, tap and decap left out, types with 2 or more instances in the layout]
master,Yosys,routed
a211oi_1,3,3
nor2_1,12,12
xnor2_1,13,13
nor3_1,4,4
a21o_1,19,19
o221ai_1,2,2
mux2i_1,2,2
nand3_1,10,10
xor2_1,15,15
o311ai_1,2,2
clkdlybuf4s50_1,0,96
nand2b_1,2,2
ha_1,31,31
or2_2,3,3
nand2_1,18,18
a31oi_1,3,3
o21ai_0,13,13
a311oi_1,2,2
nand4_1,8,8
o21bai_1,4,4
a21oi_1,29,29
inv_1,6,6
o21a_1,2,2
o211ai_1,3,3
[final cells by class]
type	instances	area, um^2
Fill cell	974	6396
Timing Repair Buffer	96	960.9
Tap cell	111	138.9
Inverter	6	22.52
Multi-Input combinational cell	224	1678
[stage by stage]
step                       power (W)  setup slack (ns)
after floorplan           0.00006406             6.875
after global placement     0.0001366             5.721
after detailed placement   0.0001362             5.686
after CTS                  0.0001374             5.681
after global routing       0.0001510             5.494
final                      0.0001350             5.705
[kinds of logic (layout without fill, tap and decap cells)]
logic type / count (synthesis) / after routing
AOI/OAI and AO/OA: 97 / 97
and+or+nand+nor: 65 / 65
adders and majority gates: 32 / 32
xor gates and xnor gates: 28 / 28
buffers and inverters: 17 / 102
muxes: 2 / 2
[routing by layer]
metal / part of all wire / global-route usage
met4: 0.00016 / 0
met2: 0.46 / 0.1511
met5: 0.0021 / 0
met1: 0.44 / 0.1144
met3: 0.11 / 0.03199
[worst min-delay path: cells and delay by family]
family / cells / cell delay, ns
adders and majority gates: 1 / 0.11
buffers and inverters: 2 / 0.92
Power figures rest on the tool's default switching activity, not on a simulated workload.
