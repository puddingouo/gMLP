## flow/design.v

```verilog
`timescale 1ns / 1ps
module multiplier #(
    parameter BW_INPUT0 = 32,
    parameter BW_INPUT1 = 32,
    parameter SIGNED0 = 0,
    parameter SIGNED1 = 0,
    parameter BW_OUT = 32
) (
    input [BW_INPUT0-1:0] in0,
    input [BW_INPUT1-1:0] in1,
    output [BW_OUT-1:0] out
);
  localparam BW_BUF = BW_INPUT0 + BW_INPUT1;
  wire [BW_BUF - 1:0] buffer;
  generate
    if (SIGNED0 == 1 && SIGNED1 == 1) begin : signed_signed
      assign buffer[BW_BUF-1:0] = $signed(in0) * $signed(in1);
    end else if (SIGNED0 == 1 && SIGNED1 == 0) begin : signed_unsigned
      assign buffer[BW_BUF-1:0] = $signed(in0) * $signed({{1'b0,in1}});
    end else if (SIGNED0 == 0 && SIGNED1 == 1) begin : unsigned_signed
      assign buffer[BW_BUF-1:0] = $signed({{1'b0,in0}}) * $signed(in1);
    end else begin : unsigned_unsigned
      assign buffer[BW_BUF-1:0] = in0 * in1;
    end
  endgenerate
  assign out[BW_OUT-1:0] = buffer[BW_OUT-1:0];
endmodule
```

## flow/run.sh

```bash
#!/bin/bash
# OpenROAD 26Q1-2900-gdf79404cd8, Yosys 0.63+post, stock flow scripts
make -C /OpenROAD-flow-scripts/flow DESIGN_CONFIG=/design/flow/config.mk WORK_HOME=/design/flow/orfs finish
```

## flow/config.mk

```make
export PLATFORM = sky130hd
export DESIGN_NAME = multiplier
export DESIGN_NICKNAME = multiplier
export VERILOG_FILES = /design/flow/design.v
export SDC_FILE = /design/flow/constraint.sdc
export NUM_CORES = 4
export LEC_CHECK = 1
export CORE_UTILIZATION = 50
```

## flow/constraint.sdc

```tcl
current_design multiplier

set clk_period 23.0
set clk_io_pct 0.2

create_clock -name clk0 -period $clk_period

set non_clock_inputs [all_inputs -no_clocks]
set_input_delay [expr $clk_period * $clk_io_pct] -clock clk0 $non_clock_inputs
set_output_delay [expr $clk_period * $clk_io_pct] -clock clk0 [all_outputs]
```

==> results.json <==
{
  "die_area_sq_um": 32550,
  "ant_nets": 0,
  "xor_area_share_pct": 4.425,
  "ys_sh_aoi_pct": 4.009,
  "synth_chip_area_sq_um": 15920,
  "nFillCells": 2799,
  "outcome": "finished, final reports clean",
  "fa_ha_area_share_pct": 60.98,
  "post_dp_cell_area_sq_um": 17340,
  "final_layout_size_suffix_gt1_share_pct": 2.646,
  "hold_class": "in2out",
  "antenna_found_initial": 0,
  "drc": 0,
  "worstPathArrival_ns": 12.19,
  "ys_sh_simple_pct": 20.07,
  "relSlewSlack_pct": 41.00,
  "cts-resized-gates": 0,
  "dpl.hpwl_um": 32510,
  "finalHoldViolCount": 0,
  "port-buffer-count": 96,
  "cts_setup_buffers": 0,
  "min_period_ns": 16.79,
  "fmax_mhz": 59.57,
  "comb_area_sq_um": 14250,
  "cp-end-kind": "primary output",
  "cp-start-kind": "input pin",
  "nClkBuffers": 0,
  "via_per_inst": 5.158,
  "timing_worst_setup_path_type": "in2out",
  "wl_um": 40040,
  "placeableCoreArea_sq_um": 30990,
  "yosysMostFrequentCell": "fa_1",
  "final_area_sq_um": 17340,
  "drtIter0Drc": 319,
  "setup_tns_ns": 0,
  "common_cells": "fa_1, and2_1, inv_1",
  "rsz0062_at_grt": "no",
  "slew_violations": 0,
  "fp_util_pct": 51.36,
  "die_y_um": 180.4,
  "ys_warn_count": 0,
  "setup_viol": 0,
  "ys_cells": 1726,
  "rows": 64,
  "vias": 11200,
  "wl_per_cell_um": 18.44,
  "gr-total-overflow": 0,
  "gp_congestion": 0.9249,
  "maxCapViolations": 0,
  "grt_pass1_wl_um": 66730,
  "crit_fanout": 29,
  "mux_share_pct": 0.06288,
  "synth.avg_cell_area_sq_um": 9.222,
  "syn_area_sq_um": 15920,
  "hold_slack_ns": 10.45,
  "regArea_sq_um": 0,
  "diodes": 0,
  "required_ns": 18.40,
  "chipWidth_um": 180.4,
  "logic_family": "adder cells",
  "pin_count": 96,
  "grt_pass1_vias": 12350,
  "synth_seq_share_pct": 0,
  "worstMarginPinSlew_ns": 0.8771,
  "ctsHoldBuffers": 0,
  "flop-count": 0,
  "drtPass1Iterations": 4,
  "grt_start_max_net_pins": 33,
  "grtUsageTotal_pct": 28.56,
  "area_growth_pct": 8.906,
  "yosysTopAreaCell": "fa_1",
  "synthTopCellsByArea": "fa_1, and2_1, ha_1",
  "yosysTopAreaCellShare_pct": 51.31,
  "synthCells": 1726,
  "finalClockPeriodUsage_pct": 72.99,
  "warnings": 32,
  "synth_cell_types": 56
}
[metrics by stage]
step	std cells	setup WS (ns)	util, %
global placement	2172	6.321	55.94
CTS	2172	6.194	55.94
detailed placement	2172	6.231	55.94
global route	2172	5.760	55.94
finish	2172	6.212	55.94
floorplan	1726	7.682	-
[area by class of cell]
cell class	count	share of cell area [%]
inverter	361	7.817
tap	396	2.858
multi-input combinational	1283	82.22
timing repair buffer	132	7.102
[critical path, cell delays in order]
cell	delay (ns)
clkdlybuf4s50_1	0.46
buf_4	0.36
and2_1	0.21
fa_1	0.41
inv_1	0.07
fa_1	0.44
fa_1	0.47
fa_1	0.55
inv_1	0.06
fa_1	0.50
inv_1	0.05
fa_1	0.53
inv_1	0.05
fa_1	0.49
fa_1	0.42
ha_1	0.41
nand4_2	0.24
a2111oi_2	0.36
o2111ai_1	0.23
a31oi_2	0.38
o221ai_2	0.17
mux2i_1	0.14
o211ai_1	0.09
clkdlybuf4s50_1	0.48
[final timing paths]
path,startpoint,depth (start not counted),slack (ns),endpoint
worst min-delay path,in0[0],4,10.45,out[0]
worst max-delay path,in1[3],24,6.21,out[29]
[placed cells by master, fill, tap and decap left out, types with 4 or more instances in the layout]
| master | netlist | layout |
|---|---|---|
| buf_4 | 0 | 36 |
| xor2_1 | 15 | 15 |
| nor2_1 | 18 | 18 |
| o211ai_1 | 4 | 4 |
| fa_1 | 408 | 408 |
| clkdlybuf4s50_1 | 0 | 96 |
| inv_1 | 361 | 361 |
| a21o_1 | 11 | 11 |
| a21oi_1 | 21 | 21 |
| nand2_1 | 170 | 170 |
| a211oi_1 | 4 | 4 |
| o21ai_1 | 4 | 4 |
| o21ai_0 | 8 | 8 |
| ha_1 | 123 | 123 |
| nand3_1 | 10 | 10 |
| xnor2_1 | 61 | 61 |
| and2_1 | 368 | 368 |
| o21a_1 | 4 | 4 |
[layer usage]
| layer | up-vias | share of wire [%] | GRT usage, % |
|---|---|---|---|
| met5 | - | 0 | 0 |
| met4 | 0 | 0.62 | 1.675 |
| met3 | 22 | 9.1 | 10.19 |
| met2 | 367 | 49 | 45.49 |
| met1 | 5669 | 42 | 42.18 |
| li1 | 5146 | - | - |
[kinds of logic (layout without fill, tap and decap cells)]
kind of cell,Yosys count,in the layout
AOI/OAI and AO/OA,88,88
adders and majority gates,531,531
xor gates and xnor gates,78,78
and+or+nand+nor,585,585
muxes,1,1
buffers and inverters,443,493
