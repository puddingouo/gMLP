`flow/config.mk`:
```
export PLATFORM = sky130hd
export DESIGN_NAME = mux
export DESIGN_NICKNAME = mux
export VERILOG_FILES = /design/flow/design.v
export SDC_FILE = /design/flow/constraint.sdc
export NUM_CORES = 4
export LEC_CHECK = 1
export CORE_AREA = 10 10 70 70
export DIE_AREA = 0 0 80 80
```
`flow/constraint.sdc`:
```
current_design mux

set clk_period 1.0
set clk_io_pct 0.2

create_clock -name clk0 -period $clk_period

set non_clock_inputs [all_inputs -no_clocks]
set_input_delay [expr $clk_period * $clk_io_pct] -clock clk0 $non_clock_inputs
set_output_delay [expr $clk_period * $clk_io_pct] -clock clk0 [all_outputs]
```
`flow/design.v`:
```
`timescale 1ns / 1ps
module mux #(
    parameter BW_INPUT0 = 32,
    parameter BW_INPUT1 = 32,
    parameter SIGNED0 = 0,
    parameter SIGNED1 = 0,
    parameter BW_OUT = 32,
    parameter SHIFT1 = 0,
    parameter INVERT1 = 0
) (
    input key,
    input [BW_INPUT0-1:0] in0,
    input [BW_INPUT1-1:0] in1,
    output [BW_OUT-1:0] out
);
  localparam IN0_NEED_BITS = (SHIFT1 < 0) ? BW_INPUT0 - SHIFT1 : BW_INPUT0;
  localparam IN1_NEED_BITS = (SHIFT1 > 0) ? BW_INPUT1 + SHIFT1 : BW_INPUT1;
  localparam EXTRA_PAD = (SIGNED0 != SIGNED1) ? INVERT1 + 1 : INVERT1 + 0;
  localparam BW_BUF = (IN0_NEED_BITS > IN1_NEED_BITS) ? IN0_NEED_BITS + EXTRA_PAD : IN1_NEED_BITS + EXTRA_PAD;
  localparam IN0_PAD_LEFT = (SHIFT1 < 0) ? BW_BUF - BW_INPUT0 + SHIFT1 : BW_BUF - BW_INPUT0;
  localparam IN0_PAD_RIGHT = (SHIFT1 < 0) ? -SHIFT1 : 0;
  localparam IN1_PAD_LEFT = (SHIFT1 > 0) ? BW_BUF - BW_INPUT1 - SHIFT1 : BW_BUF - BW_INPUT1;
  localparam IN1_PAD_RIGHT = (SHIFT1 > 0) ? SHIFT1 : 0;
  wire [BW_BUF-1:0] in0_ext;
  wire [BW_BUF-1:0] in1_ext;
  generate
    if (SIGNED0 == 1) begin : in0_is_signed
      assign in0_ext = {{IN0_PAD_LEFT{in0[BW_INPUT0-1]}}, in0, {IN0_PAD_RIGHT{1'b0}}};
    end else begin : in0_is_unsigned
      assign in0_ext = {{IN0_PAD_LEFT{1'b0}}, in0, {IN0_PAD_RIGHT{1'b0}}};
    end
  endgenerate
  generate
    if (SIGNED1 == 1) begin : in1_is_signed
      assign in1_ext = {{IN1_PAD_LEFT{in1[BW_INPUT1-1]}}, in1, {IN1_PAD_RIGHT{1'b0}}};
    end else begin : in1_is_unsigned
      assign in1_ext = {{IN1_PAD_LEFT{1'b0}}, in1, {IN1_PAD_RIGHT{1'b0}}};
    end
  endgenerate
  generate
    if (INVERT1 == 1) begin : is_invert
      assign out = (key) ? in0_ext[BW_OUT-1:0] : -in1_ext[BW_OUT-1:0];
    end else begin : is_not_invert
      assign out = (key) ? in0_ext[BW_OUT-1:0] : in1_ext[BW_OUT-1:0];
    end
  endgenerate
endmodule
```
`flow/run.sh`:
```
#!/bin/bash
# OpenROAD 26Q1-2900-gdf79404cd8, Yosys 0.63+post, stock flow scripts
make -C /OpenROAD-flow-scripts/flow DESIGN_CONFIG=/design/flow/config.mk WORK_HOME=/design/flow/orfs finish
```
==> summary.txt <==
run metrics: setup violators final=32, Via density=3.79, Syn-to-layout area delta=198%, register area=0 um2, Post-Syn Area per Cell=15.1 um2, Ports=97, registers=0, Max VDD drop=0.000171 V, Setup WS post-layout=-171 ps, average wire per standard cell=15.0 um, GR Util met2=13.4%, initial antenna violation count=0, Finished Layout Cells=185, HP Start=in0[17], multiplexer area fraction after synthesis=86.9%, number of max-cap violations=0, sequential share of power=0%, Worst Tran Pin Value=112 ps, combinational power share=100.0%, depth of the worst hold-timing path=3, final wirelength=2780 um, internal power=0.502 mW, Worst Path Required=800 ps, max_slew headroom=92.5%, first-pass GRT wire length=3970 um, CLK BUF=0, sequential-to-total area share from yosys stat=0%, CP Capture Type=output port, layout cells sized above 1=54.0%, fmax=854 MHz, Cell Type Count=4, Remaining Overflow, GRT=0, pwr/cell area=393 nW/um2, Pwr Total=0.637 mW, status=complete, but fails checks, initial core utilization=15.9%, ys cells=36, DR pass1 iterations=2, CP arrival=970 ps, Die ar.=6400 um2, Core Region=3420 um2, Top cells excl fill/tap=dlygate4sd2_1, mux2_4, buf_6, clkdlybuf4s50_1, buf_2, adder share=0%, AND-OR/OR-AND Cells, Area Fraction=0%, Tcrit/Tclk final=117%, # fillers=342, Commonest Layout Cell=dlygate4sd2_1, Most Crowded Layer GR=met2, Die X=80 um, DRT antenna net count=0, Remaining DRCs=0, M3 GR Usage=3.52%, Post-Synthesis Cell Area=544 um2, Hold Path End=out[17], Slew Viols, Final=0, worst-path maximum fanout=1, Vias=701, part of the power in the clock network=0%, OpenROAD warnings=34, Placer Congestion=0.758, crit path launch type=primary input, GR Util met1=8.83%, Lkg Pwr=0.902 nW, DR iter-0 viols=1, Synth logic family=multiplexers, Die Y=80 um, worst min path class=in2out, antenna fix cells=0, violated checks=negative setup slack, switching power=0.135 mW, vias in the first global route=721, Hold Vio Cnt, Final=0, yosys stat chip area=544 um2, xor/xnor share=0%, RSZ-0062 raised after global routing=true, Core Rows=21, largest net degree at the start of global routing=11, Post-CTS Hold Buffers=0, Yosys Warn Count=0, Setup CP Type=in2out, Final min period=1170 ps, total track usage=7.67%, HPWL after DPL=2390 um, switch share=21.2%, Port-buffer cells=97, yosys simple share=0%, synthesized instance count=36, placed cells=177
## layout make-up
type	instances	area, um2	share of cell area, %
multi-input combinational	32	480	29.6
timing repair buffer	107	1080	66.8
tap	46	57.6	3.55
## synth_stat cells
cell     n  area (um2)
buf_12   3        60.1
buf_6    1        11.3
mux2_2   2        22.5
mux2_4  30         450
## how the worst max path moves through the flow
stage         slack, ps       to    start
CTS                -170  out[30]      key
global route       -200  out[14]      key
finish             -170  out[24]  in1[24]
## what timing repair did
action	in CTS	in global routing
setup buffers	7	0
cloned	1	0
pin swaps	0	0
gates resized	168	17
setup endpoints to repair	32	32
## power by group through the flow
stage | logic [mW] | registers, mW | clock network, mW
after CTS | 0.617 | 0 | 0
after global routing | 0.682 | 0 | 0
final | 0.637 | 0 | 0
## cells by family (layout without fill, tap and decap cells)
family | count (synthesis) | in the layout
buf+inv | 4 | 107
mux | 32 | 32
## worst max-delay path: stages
cell	delay (ps)
clkdlybuf4s50_1	390
mux2_4	270
buf_6	110
## routing by layer
metal | up-vias | part of all wire (%)
li1 | 344 | -
met1 | 306 | 36
met2 | 51 | 50
met3 | 0 | 14
met4 | 0 | 0
met5 | - | 0
## per-stage QoR
stage          hold WS, ps  utilization, %  worst slack (ps)  setup TNS, ps  instance area, um2
3_5_place_dp          1350            44.6              -501         -15330                1520
2_1_floorplan          498               -              66.9              0                 544
3_3_place_gp          1350            44.6              -498         -15300                1520
4_1_cts                800            45.3              -172          -4290                1550
6_report               693            47.5              -171          -3910                1620
5_1_grt                712            47.5              -195          -4700                1620
Power is estimated from default activity; no workload was simulated.
